## flow/config.mk

```make
export PLATFORM = sky130hd
export DESIGN_NAME = uart_top
export DESIGN_NICKNAME = uart_top
export VERILOG_FILES = /design/flow/design.v
export SDC_FILE = /design/flow/constraint.sdc
export NUM_CORES = 4
export LEC_CHECK = 1
export CORE_AREA = 10 10 111 111
export DIE_AREA = 0 0 121 121
```

## flow/constraint.sdc

```tcl
current_design uart_top

set clk_period 2.5
set clk_io_pct 0.2

create_clock -name clk0 -period $clk_period [get_ports {clk}]

set non_clock_inputs [all_inputs -no_clocks]
set_input_delay [expr $clk_period * $clk_io_pct] -clock clk0 $non_clock_inputs
set_output_delay [expr $clk_period * $clk_io_pct] -clock clk0 [all_outputs]
```

## flow/design.v

```verilog
`timescale 1ns/1ps
module baud_rate_generator #(
    parameter int BAUD_RATE = 9600,
    parameter int FREQ      = 50_000_000
)(
    input  logic clk,
    input  logic rst,        
    output logic baud_tick
);
    localparam int TICK_RATE = (FREQ + (BAUD_RATE/2)) / BAUD_RATE;  
    localparam int WIDTH = (TICK_RATE <= 1) ? 1 : $clog2(TICK_RATE);
    logic [WIDTH-1:0] count;
    always_ff @(posedge clk or posedge rst) begin
        if (rst) begin
            count     <= '0;
            baud_tick <= 1'b0;
        end
        else begin
            if (count == (TICK_RATE - 1)) begin
                count     <= '0;
                baud_tick <= 1'b1;  
            end
            else begin
                count     <= count + 1;
                baud_tick <= 1'b0;
            end
        end
    end
endmodule
`timescale 1ns/1ps
module uart_rx #(
    parameter int DATA_BITS = 3
)(
    input  logic              clk,
    input  logic              rst,
    input  logic              rx_serial,
    input  logic              baud_tick,
    output logic [DATA_BITS-1:0] data_out,
    output logic              rx_done
);
    typedef enum logic [1:0] {IDLE, START, DATA, STOP} state_t;
    state_t current_state, next_state;
    localparam int IDX_W = (DATA_BITS <= 1) ? 1 : $clog2(DATA_BITS);
    logic [IDX_W-1:0] bit_index;
    logic [DATA_BITS-1:0] shift_reg;
    always_ff @(posedge clk or posedge rst) begin
        if (rst) begin
            current_state <= IDLE;
            rx_done       <= 1'b0;
            shift_reg     <= '0;
            bit_index     <= '0;
        end
        else begin
            current_state <= next_state;
            case (current_state)
                IDLE: begin
                    rx_done <= 1'b0;
                end
                START: begin
                    if (baud_tick) begin
                        bit_index <= '0;
                    end
                end
                DATA: begin
                    if (baud_tick) begin
                        shift_reg[bit_index] <= rx_serial;
                        bit_index <= bit_index + 1;
                    end
                end
                STOP: begin
                    if (baud_tick) begin
                        if (rx_serial == 1'b1) begin
                            data_out <= shift_reg;
                            rx_done  <= 1'b1;
                        end
                        else begin
                            rx_done <= 1'b0;
                        end
                    end
                end
                default: ;
            endcase
        end
    end
    always_comb begin
        next_state = current_state;
        case (current_state)
            IDLE: begin
                if (rx_serial == 1'b0)  
                    next_state = START;
            end
            START: begin
                if (baud_tick)
                    next_state = DATA;
            end
            DATA: begin
                if (baud_tick && (bit_index == (DATA_BITS - 1)))
                    next_state = STOP;
            end
            STOP: begin
                if (baud_tick)
                    next_state = IDLE;
            end
            default: next_state = IDLE;
        endcase
    end
endmodule
`timescale 1ns/1ps
module uart_top #(
    parameter int FREQ       = 50_000_000,
    parameter int BAUD_RATE  = 9600,
    parameter int DATA_BITS  = 3
)(
    input  logic clk,
    input  logic rst,
    input  logic tx_start,
    input  logic [DATA_BITS-1:0] tx_data,
    output logic tx_done,
    output logic rx_done,
    output logic [DATA_BITS-1:0] rx_data
);
    logic baud_tick;
    logic tx_serial;
    baud_rate_generator #(
        .FREQ(FREQ),
        .BAUD_RATE(BAUD_RATE)
    ) u_baud_gen (
        .clk(clk),
        .rst(rst),
        .baud_tick(baud_tick)
    );
    uart_tx #(
        .DATA_BITS(DATA_BITS)
    ) u_tx (
        .clk(clk),
        .rst(rst),
        .tx_start(tx_start),
        .tx_data(tx_data),
        .baud_tick(baud_tick),
        .tx_serial(tx_serial),
        .tx_done(tx_done),
        .tx_busy()            
    );
    uart_rx #(
        .DATA_BITS(DATA_BITS)
    ) u_rx (
        .clk(clk),
        .rst(rst),
        .rx_serial(tx_serial),    
        .baud_tick(baud_tick),
        .data_out(rx_data),
        .rx_done(rx_done)
    );
endmodule
`timescale 1ns/1ps
module uart_tx #(
    parameter int DATA_BITS = 3
)(
    input  logic              clk,
    input  logic              rst,        
    input  logic              tx_start,
    input  logic [DATA_BITS-1:0] tx_data,  
    input  logic              baud_tick,
    output logic              tx_serial,
    output logic              tx_done,
    output logic              tx_busy
);
    typedef enum logic [1:0] {IDLE, START, DATA, STOP} state_t;
    state_t current_state, next_state;
    localparam int IDX_W = (DATA_BITS <= 1) ? 1 : $clog2(DATA_BITS);
    logic [IDX_W-1:0] bit_index;
    logic [DATA_BITS-1:0] shift_reg;
    always_ff @(posedge clk or posedge rst) begin
        if (rst) begin
            current_state <= IDLE;
            shift_reg     <= '0;
            tx_serial     <= 1'b1;  
            tx_done       <= 1'b0;
            bit_index     <= '0;
        end
        else begin
            current_state <= next_state;
            case (current_state)
                IDLE: begin
                    tx_done <= 1'b0;
                    tx_serial <= 1'b1;
                    if (tx_start) begin
                        shift_reg <= tx_data;
                        bit_index <= '0;
                    end
                end
                START: begin
                    tx_serial <= 1'b0;
                end
                DATA: begin
                    if (baud_tick) begin
                        tx_serial <= shift_reg[bit_index];
                        bit_index <= bit_index + 1;
                    end
                end
                STOP: begin
                    if (baud_tick) begin
                        tx_serial <= 1'b1;
                        tx_done   <= 1'b1;
                    end
                end
            endcase
        end
    end
    always_comb begin
        next_state = current_state;
        tx_busy = 1'b1;  
        case (current_state)
            IDLE: begin
                tx_busy = 1'b0;
                if (tx_start)
                    next_state = START;
            end
            START: begin
                if (baud_tick)
                    next_state = DATA;
            end
            DATA: begin
                if (baud_tick && (bit_index == (DATA_BITS - 1)))
                    next_state = STOP;
            end
            STOP: begin
                if (baud_tick)
                    next_state = IDLE;
            end
            default: next_state = IDLE;
        endcase
    end
endmodule
```

## flow/run.sh

```bash
#!/bin/bash
# OpenROAD 26Q1-2900-gdf79404cd8, Yosys 0.63+post, stock flow scripts
make -C /OpenROAD-flow-scripts/flow DESIGN_CONFIG=/design/flow/config.mk WORK_HOME=/design/flow/orfs finish
```

==> results.txt <==
Outcome -> finished clean
Post-CTS setup buffers -> 0
Fraction of layout cells with a size suffix above 1 -> 0.130
Post-synthesis cell area -> 1800 um2
Critical path's largest stage delay -> 480 ps
Tool warnings -> 29
Max_cap viols -> 0
Max rail drop VDD -> 0.231 mV
Clock Skew -> 5.56 ps
Final Critical Period -> 1640 ps
Critical Path Slowest Stage Cell -> clkdlybuf4s50_1
Synth cell count leaders -> dfrtp_1, inv_1, o21ai_0, nand2_1, nand3_1
CTS tree -> done
Achievable Freq -> 0.610 GHz
Setup Viol. Count Final -> 0
Worst-Skew Late Latency -> 290 ps
Hold buffer count at cts -> 0
Hpwl dp -> 2180 um
Detailed-router iteration count before antenna repair -> 4
Vias per inst -> 3.95
Remaining antenna violation count -> 0
Biggest registers after layout -> u_baud_gen.count (13), u_rx.current_state (4), u_tx.current_state (4)
Final number of hold-violating endpoints -> 0
FILL cells -> 1054
Crit end category -> output port
#FFs+latches synth -> 38
Most frequent cell after synthesis -> dfrtp_1
Worst Hold Class -> flop to flop
Post-synth seq share -> 0.539
Distinct lib cells -> 40
Total Wirelength -> 3140 um
GRT overflow -> 0
Num ports -> 11
Wirelength per Cell -> 10.1 um
PD cells -> 527 nW/um2
Die W -> 121 um
Total CTS buffers -> 5
Final Max Tran Viols -> 0
Vias in the first global route -> 1137
Yosys warning count -> 3
Clock Tree Root -> clkbuf_8
Cell area leaders -> dfrtp_1, edfxtp_1, ha_1
Sink Count -> 38
Yosys cell count -> 162
WP data required -> 2000 ps
Worst slew pin tran -> 739 ps
Post-CTS sizing -> 0
Final setup TNS -> 0 ps
Antenna violations before repair -> 0
Crit path max fanout -> 3
Pleak -> 0.890 nW
Iter 0 DRT Violations -> 62
Clk buf depth -> 2
Finished Core Util -> 0.220
Tcrit/Tclk final -> 0.656
Post-synth EDFFs -> 3
Global-route wire length before repair -> 5490 um
CP delay by family, top -> buffers and inverters
RSZ-0062 raised after global routing -> false
Top reg by flops -> u_baud_gen.count
DRC violations left -> 0
Via Count -> 1225
Die ar. -> 14600 um2
Ant. Diodes -> 0
Crit path launch type -> flop
Largest net degree at the start of global routing -> 36
H-Tree Level Count -> 2
Site row count -> 36
Post-Synthesis Cells -> 162
Synth area leader -> dfrtp_1
Dominant cell area share -> 0.445
CP Class -> flop to output port
GPL Wtd Cong -> 0.795
Most used DFF post-synth -> dfrtp_1
Max reg flops -> 13
Core utilization at floorplan -> 0.182
Async set or reset register ratio after synthesis -> 0.921
Rel. slew slack -> 0.507
Port buffer count -> 10
P&R area growth vs syn -> 20.4%
CP Data Arrival Time -> 1140 ps
Yosys stat area -> 1800 um2
GR Util All Layers -> 0.0443
CP cell instances -> clkdlybuf4s50_1
Buffer and inverter count on the worst path -> 1
Core ar. -> 9860 um2
CTS clk-pin slew, worst paths -> 70 ps
Avg Cell Area, Syn -> 11.1 um2
Chip height -> 121 um
## power breakdown
part	internal (mW)	switching, mW	total [mW]
Sequential	0.626	0.00251	0.629
Combinational	0.0127	0.0145	0.0272
Clock	0.278	0.207	0.486
Total	0.917	0.224	1.14
## per-stage QoR
| stage | setup WS, ps | hold WS, ps | area (um2) | cells | total power [mW] |
|---|---|---|---|---|---|
| global placement | 894 | 441 | 2060 | 302 | 0.669 |
| CTS | 843 | 454 | 2170 | 310 | 1.16 |
| finish | 861 | 453 | 2170 | 310 | 1.14 |
| detailed placement | 885 | 438 | 2060 | 302 | 0.670 |
| global route | 774 | 466 | 2170 | 310 | 1.20 |
| floorplan | 603 | 425 | 1800 | 162 | 0.654 |
## cell families (layout without fill, tap and decap cells)
logic type | Yosys count | count (layout) | share of synthesized area
buffers and inverters | 17 | 32 | 0.0362
adder cells (fa/ha/maj) | 7 | 7 | 0.0487
flip-flops | 38 | 38 | 0.539
AND/OR/NAND/NOR | 56 | 56 | 0.191
multiplexers | 5 | 5 | 0.0299
AND-OR/OR-AND | 31 | 31 | 0.117
XOR/XNOR | 8 | 8 | 0.0389
## final cells by class
class / count / area (um2) / share of cell area
sequential: 38 / 970 / 0.447
tap: 133 / 166 / 0.0768
clock buffer: 8 / 110 / 0.0508
inverter: 13 / 48.8 / 0.0225
multi-input combinational: 107 / 764 / 0.353
timing repair buffer: 11 / 108 / 0.0497
## cells in the final DEF, fill, tap and decap left out, drive strengths merged, types with 2 or more instances in the layout
cell type      instances
mux2i                  2
edfxtp                 3
clkdlybuf4s50         10
nor3                   4
nand3                 10
xnor2                  3
nand4                  3
dfrtp                 32
o31ai                  2
nor2                   7
dfstp                  3
o21ai                 12
nor2b                  3
or4                    2
nand3b                 3
a22o                   4
ha                     7
a21oi                  5
a32o                   4
mux2                   3
inv                   13
nand2b                 6
nand2                 10
clkbuf                 8
xor2                   5
nor4                   2
## final timing paths
kind / cells past startpoint / slack [ps] / endpoint / from
max: 1 / 860 / rx_done / u_rx.rx_done$_DFFE_PP0P_
min: 0 / 450 / u_rx.data_out[1]$_DFFE_PP_ / u_rx.shift_reg[1]$_DFFE_PP0P_
max reg2reg: 4 / 890 / u_baud_gen.count[12]$_DFF_PP0_ / u_baud_gen.count[0]$_DFF_PP0_
min reg2reg: 0 / 450 / u_rx.data_out[1]$_DFFE_PP_ / u_rx.shift_reg[1]$_DFFE_PP0P_
max in group asynchronous: 3 / 1460 / u_rx.current_state[0]$_DFF_PP1_ / rst
min in group asynchronous: 3 / 690 / u_baud_gen.count[6]$_DFF_PP0_ / rst
## layer usage
| layer | track usage | routed length [um] | vias to the layer above |
|---|---|---|---|
| li1 | - | - | 609 |
| met1 | 0.0683 | 1580 | 591 |
| met2 | 0.0616 | 1340 | 21 |
| met3 | 0.0132 | 195 | 4 |
| met4 | 0.00452 | 29 | 0 |
| met5 | 0 | 0 | - |
Power is estimated from default activity; no workload was simulated.
