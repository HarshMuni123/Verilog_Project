==> flow/design.v <==
`timescale 1ns/1ps
module vending_machine(
    input [1:0] in,        
    input clk, rst,
    output reg [1:0] change,
    output reg out
);
    parameter s0 = 2'b00,  
              s1 = 2'b01,  
              s2 = 2'b10;  
    reg [1:0] cur_state, next_state;
    always @(posedge clk or posedge rst) begin
        if (rst)
            cur_state <= s0;
        else
            cur_state <= next_state;
    end
    always @(*) begin
        next_state = cur_state;
        out = 0;
        change = 2'b00;
        case (cur_state)
            s0: begin
                if (in == 2'b01) next_state = s1;
                else if (in == 2'b10) next_state = s2;
            end
            s1: begin
                if (in == 2'b00) begin
                    next_state = s0;
                    change = 2'b01;  
                end
                else if (in == 2'b01) next_state = s2;
                else if (in == 2'b10) begin
                    next_state = s0;
                    out = 1;   
                end
            end
            s2: begin
                if (in == 2'b00) begin
                    next_state = s0;
                    change = 2'b10;  
                end
                else if (in == 2'b01) begin
                    next_state = s0;
                    out = 1;   
                end
                else if (in == 2'b10) begin
                    next_state = s0;
                    out = 1;
                    change = 2'b10;  
                end
            end
        endcase
    end
endmodule
==> flow/run.sh <==
#!/bin/bash
# OpenROAD 26Q1-2900-gdf79404cd8, Yosys 0.63+post, stock flow scripts
make -C /OpenROAD-flow-scripts/flow DESIGN_CONFIG=/design/flow/config.mk WORK_HOME=/design/flow/orfs finish
==> flow/config.mk <==
export PLATFORM = sky130hd
export DESIGN_NAME = vending_machine
export DESIGN_NICKNAME = vending_machine
export VERILOG_FILES = /design/flow/design.v
export SDC_FILE = /design/flow/constraint.sdc
export NUM_CORES = 4
export LEC_CHECK = 1
export CORE_AREA = 10 10 70 70
export DIE_AREA = 0 0 80 80
==> flow/constraint.sdc <==
current_design vending_machine

set clk_period 1.7
set clk_io_pct 0.2

create_clock -name clk0 -period $clk_period [get_ports {clk}]

set non_clock_inputs [all_inputs -no_clocks]
set_input_delay [expr $clk_period * $clk_io_pct] -clock clk0 $non_clock_inputs
set_output_delay [expr $clk_period * $clk_io_pct] -clock clk0 [all_outputs]
==> design notes <==
The run finished with clean final reports. In the placement report, post-DP HPWL is listed as 410 um. Ranked by flip-flop count, first place goes to cur_state. The mean routed wirelength per cell is 7.04 um. The tools report the remaining max-slew budget at the tightest pin as 0.818. Per the CTS log, the root buffer master is sky130_fd_sc_hd__clkbuf_4. The detailed router reported a total wirelength of 584 um. With the timing-limited maximum frequency at 642 MHz, the maximum fanout along the worst path is 2. The final weighted congestion recorded by global placement is 0.687. The last timing report of the flow puts the setup violation total at 0. STA classifies the critical path startpoint as an input pin.

For the buffer depth of the longest clock path, the log shows 2. Per STA, the worst path accumulates the most delay in the family buffers and inverters. In this run the maximum-capacitance check reported violations numbering 0.

Before CTS, the worst setup slack after placement is -0.462 ns. The worst setup path is of the input pin to output port kind. The run gives 0 as the number of hold violations in the final report. The synthesized netlist handed to floorplanning was reported with a cell count of 20. For the number of cells in the finished layout apart from fillers, the log shows 83. The mean post-synth cell area is 10.3 um^2, and the global routing usage summed across all routing layers is 0.0190. The number of cells after detailed placement is 77, and the number of warnings in the stage logs is 28. For the DRC violation count after routing, the log shows 0. Measured along the x axis, the die boundary spans 80 um. With the number of CTS-inserted buffers at 3, the number of search-and-repair iterations in the first detailed-routing pass is 4. Post-synthesis, Yosys gives the total cell area as 205 um^2.

For this design, the slowest cell found on the critical path is sky130_fd_sc_hd__a22o_2. The final number of max-transition violations is 0, and the number of distinct library cells after synthesis is 12. The registers of the reported paths see a clock transition of 0.04 ns.

According to the floorplan log, the row count is 21. With the cell count in the Yosys report at 20, the fraction of synthesized cell area taken by the top area cell type is 0.244. The required time at the worst endpoint is listed as 1.36 ns. For the global-route wire length before repair, the log shows 945 um. The met1 track demand over resource was 0.0246. The report lists the cells along the critical path as clkbuf_2, inv_2, ha_4, a22o_2, dlygate4sd2_1. For this run the aggregate overflow at the end of global routing stands at 0.

Setup repair after global routing left no endpoint under its margin. With the signed area change from the synthesized netlist to the final layout at 105%, the buffer-and-inverter tally for the worst setup path is 3. TritonCTS built the clock tree. The total number of H-tree levels was 1. The portion of the clock cycle consumed by the worst path in the final layout is 0.916, and the count of nets left with antenna violations after detail routing is 0.

The tools report the kind of end point of the critical path as an output port. For the met2 track demand over resource, the log shows 0.0193. For reference, the top cells by area after synthesis are sky130_fd_sc_hd__dfrtp_1, sky130_fd_sc_hd__ha_1, sky130_fd_sc_hd__dfstp_2. The script computed a power per unit cell area of 577 nW/um^2. Port buffering added 6 buffers. The floorplan step set the die height to 80 um. After the first detailed-routing iteration, the DRC count stood at 15. The registers reported with the highest flop counts are cur_state: 3 flops. Entering global routing, the biggest net connects 6 pins. The power report puts the leakage power at 0.211 nW. The worst-case IR drop observed on VDD is 0.112 mV.

With the total clock sinks at 3, the via count is 191. The smallest clock period supported by the final layout is computed as 1.56 ns. In this run the count of I/O pins placed on the die edge is 7. The run gives 0 for the initial antenna violation count. Sequential-to-total area share from yosys stat: 0.372. The worst-case clock skew came out at 0.00336 ns. The fraction of the core area occupied by cells at floorplan was 0.0601; the met3 usage in global routing was 0.0216. The biggest cell delay along the critical path is 0.25 ns. The floorplan core area is 3420 um^2.

Largest area contributor in the netlist: sky130_fd_sc_hd__dfrtp_1. The ratio of cells with drive above 1 in the final layout is 0.486, and the total of warnings raised by yosys is 1. For the pin with the worst max-slew slack, the measured transition is 0.273 ns. For the worst-skew pair, the clock arrives at the later sink with an insertion delay of 0.23 ns. The final timing report gives a worst setup slack of 0.143 ns. After synthesis the netlist holds a flip-flop and latch count of 3. The path category of the worst min-delay check is input pin to asynchronous set/reset pin.

The global routing's busiest layer is met1. The register with the most flip-flops in the layout has 3 of them. In this run, post-CTS hold repair placed 0 buffers. The final antenna diode tally reported by the flow is 0.

The run gives 6400 um^2 for the full die area. Data on the critical path arrives at its endpoint at 1.22 ns. The cell area that synthesis handed to floorplanning was 205 um^2. The tools report the number of global-route vias before repair as 211.

Using the TritonRoute via totals, the vias-per-cell ratio works out to 2.30.
==> placed cells by master (no fill, tap or decap), drive strengths merged <==
master         netlist  final
buf                  0      7
clkbuf               0      6
ha                   4      4
dlymetal6s2s         0      1
and2                 1      1
clkdlybuf4s50        0      1
o21a                 1      1
nor2                 1      1
dfstp                1      1
o22ai                1      1
a222oi               1      1
dlygate4sd2          0      2
dfrtp                2      2
a22o                 2      2
inv                  5      5
a211oi               1      1
==> cell usage after synthesis (all sizes together) <==
| library cell | count |
|---|---|
| a211oi | 1 |
| a222oi | 1 |
| a22o | 2 |
| and2 | 1 |
| dfrtp | 2 |
| dfstp | 1 |
| ha | 4 |
| inv | 5 |
| nor2 | 1 |
| o21a | 1 |
| o22ai | 1 |
==> stage by stage <==
stage	utilization	power [W]	instance area, um^2	hold WS (ns)	TNS [ns]
after global routing	0.123	0.000270	420	0.278	0
after global placement	0.105	0.000108	360	0.476	-1.09
after detailed placement	0.105	0.000109	360	0.501	-1.06
final	0.123	0.000242	420	0.283	0
after CTS	0.125	0.000252	428	0.276	0
after floorplan	-	0.0000868	205	0.0929	0
==> report_power, final <==
group / leakage, nW / switching (W) / internal, W
Combinational: 0.158 / 0.0000170 / 0.0000245
Clock: 0.0150 / 0.0000386 / 0.0000881
Sequential: 0.0383 / 0.00000107 / 0.0000732
Total: 0.211 / 0.0000567 / 0.000186
==> timing repair <==
| action | in CTS | in global routing |
|---|---|---|
| endpoints found under the setup margin | 3 | 2 |
| resized | 13 | 3 |
| pin swaps | 2 | 0 |
| buffers inserted | 2 | 0 |
==> layer usage <==
metal / vias up / routed length, um
met5: - / 0
met1: 82 / 311
met2: 7 / 178
met4: 0 / 0
li1: 102 / -
met3: 0 / 94
==> cells by family (layout without fill, tap and decap cells) <==
kind of cell    Yosys count  count (layout)  synth area share
simple gates              2               2            0.0488
fa+ha+maj                 4               4             0.244
flops                     3               3             0.372
buf+inv                   5              22            0.0915
compound gates            6               6             0.244
==> cell type report <==
| class | count | area, um^2 |
|---|---|---|
| Fill cell | 407 | 3000 |
| Multi-Input combinational cell | 12 | 135 |
| Timing Repair Buffer | 13 | 106 |
| Sequential cell | 3 | 76.3 |
| Tap cell | 46 | 57.6 |
| Clock buffer | 4 | 26.3 |
| Inverter | 5 | 18.8 |
==> worst paths after layout <==
| check | start | to | slack [ns] | cells past startpoint |
|---|---|---|---|---|
| min in group clk0 | cur_state[0] | cur_state[0] | 0.50 | 2 |
| worst max register to register | cur_state[1] | cur_state[1] | 0.75 | 2 |
| worst min-delay path | rst | cur_state[2] | 0.28 | 2 |
| worst max-delay path | in[0] | out | 0.14 | 5 |
| worst min register to register | cur_state[0] | cur_state[0] | 0.50 | 2 |
| max in group asynchronous | rst | cur_state[0] | 1.20 | 2 |
Power figures rest on the tool's default switching activity, not on a simulated workload.
